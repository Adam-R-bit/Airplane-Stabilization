--- flow/run.sh ---
#!/bin/bash
# OpenROAD 26Q1-2900-gdf79404cd8, Yosys 0.63+post, stock flow scripts
make -C /OpenROAD-flow-scripts/flow DESIGN_CONFIG=/design/flow/config.mk WORK_HOME=/design/flow/orfs finish
--- flow/design.v ---
module rad_to_deg (
    input  wire signed [15:0] rad_q14,    
    output wire signed [15:0] deg_int     
);
    localparam signed [31:0] SCALE_Q14 = 32'sd938735;
    wire signed [31:0] rad_ext = {{16{rad_q14[15]}}, rad_q14};
    wire signed [63:0] product = rad_ext * SCALE_Q14;
    assign deg_int = product >>> 28;      
endmodule
--- flow/constraint.sdc ---
current_design rad_to_deg

set clk_period 8.7
set clk_io_pct 0.2

create_clock -name clk0 -period $clk_period

set non_clock_inputs [all_inputs -no_clocks]
set_input_delay [expr $clk_period * $clk_io_pct] -clock clk0 $non_clock_inputs
set_output_delay [expr $clk_period * $clk_io_pct] -clock clk0 [all_outputs]
--- flow/config.mk ---
export PLATFORM = sky130hd
export DESIGN_NAME = rad_to_deg
export DESIGN_NICKNAME = rad_to_deg
export VERILOG_FILES = /design/flow/design.v
export SDC_FILE = /design/flow/constraint.sdc
export NUM_CORES = 4
export LEC_CHECK = 1
export CORE_UTILIZATION = 50
==> run summary <==
number of global-route vias before repair -> 5388
post-synthesis cell count -> 664
xor+xnor area frac -> 0.0127
Final Non-Filler Cells -> 1009
Compound Share, Synth -> 0.0945
met1 WL -> 6830 um
Critical Path Sink Type -> output port
final WL -> 15500 um
synthesized area -> 6220 um^2
adder and majority cell fraction of the synthesized area -> 0.696
final setup fails -> 6
Routed met3 length -> 1540 um
max-slew violation count -> 0
die width -> 114 um
FP Util -> 0.516
Tool Warnings -> 44
DRC -> 0
iteration-0 DRC count of the detailed router -> 121
Final Cycle Share -> 1.01
placed instance count -> 997
Die Area -> 12900 um^2
I/O Pins -> 32
mean routed wirelength per cell -> 15.4 um
drt first pass iters -> 4
Fillers -> 990
sequential area share after synthesis -> 0
crit path launch type -> input port
initial antenna violation count -> 0
critical-path cell list -> buf_8 -> fa_1 -> inv_2 -> fa_1 -> inv_2 -> fa_1 -> inv_1 -> fa_1 -> inv_2 -> fa_1 -> inv_2 -> fa_1 -> inv_2 -> ha_4 -> and3_4 -> nand4_1 -> a31oi_2 -> nand2b_4 -> a21oi_4 -> o311ai_4 -> xnor2_2 -> buf_6 -> buf_6 -> buf_6
Layout area overhead -> 29.8%
min Tclk post-route -> 8.77 ns
registers -> 0
post-DR vias/cell -> 4.76
core outline area -> 12100 um^2
run status -> finished, violations left
yosys simple share -> 0.0495
DR vias -> 4806
crit path buf inv count -> 10
most frequent cells in the layout -> inv_1, ha_1, buf_4
Port Buffers -> 32
die height -> 114 um
mux share -> 0.00161
GR Overflow Total -> 0
worst slew pin tran -> 0.467 ns
number of inserted diodes -> 0
dpl cell area -> 7750 um^2
Worst Hold Class -> input port to output port
failing checks -> negative setup slack
synth warn -> 0
Clock buffer cells -> 0
first-pass GRT wire length -> 26500 um
final worst slack -> -0.0652 ns
most used cell, CP -> fa_1
CTS Hold Bufs -> 0
post-layout util -> 0.670
ratio of cells with drive above 1 in the final layout -> 0.262
total track usage -> 0.285
Commonest Layout Cell -> inv_1
MaxCap Viol Count -> 0
yosys stat area -> 6220 um^2
Worst path max stage delay -> 0.57 ns
CP required -> 6.96 ns
Top Layer Used -> met4
Design Area, Final -> 8080 um^2
row count -> 40
CP Class -> input port to output port
dominant kind of combinational cell -> adder cells
final hold viol count -> 0
antenna-violating nets left -> 0
CP top delay family -> adder cells
Avg Inst Size Synth -> 9.37 um^2
worst-path maximum fanout -> 6
highest-delay cell along the critical path -> fa_1
Flop area -> 0 um^2
detailed placement HPWL -> 14600 um
met2 WL -> 6760 um
synth unique cells -> 43
Slew HR -> 0.688
RSZ-0062 raised after global routing -> true
Final GP Congestion -> 1.01
Setup TNS -> -0.277 ns
WP data arrival -> 7.03 ns
fmax -> 0.114 GHz
Yosys Instances -> 664
largest net degree at the start of global routing -> 8
[Yosys cell counts, types with 2 or more instances]
cell type  number  area (um^2)
a31oi_1         4         25.0
ha_1          156         1950
a211oi_1        3         22.5
o21ai_0        11         55.1
a21o_1         20          150
nand2_1        14         52.6
a21oi_1        23          115
and3_1          4         25.0
nand3_1         8         40.0
nor2_1         14         52.6
o21a_1          2         15.0
o211ai_2        2         25.0
o21bai_1        7         52.6
fa_1          119         2380
xor2_1          2         17.5
a21oi_2         3         26.3
inv_1         227          852
nand4_1         6         37.5
xnor2_1         7         61.3
and4_1          2         17.5
buf_4           7         52.6
nand3b_1        2         15.0
[worst min-delay path: stages]
cell and delay (ns):
clkdlybuf4s50_1 0.56, buf_4 0.16, ha_1 0.16, xnor2_1 0.13
xnor2_2 0.18, buf_6 0.12, buf_6 0.08
[layout make-up]
class | count | area, um^2 | area share
inverter | 227 | 852 | 0.106
tap | 168 | 210 | 0.0260
timing repair buffer | 184 | 1460 | 0.180
multi-input combinational | 430 | 5560 | 0.688
[routing by layer]
layer,vias to the layer above,global-route usage
li1,2424,-
met1,2224,0.413
met2,144,0.421
met3,14,0.120
met4,0,0.0491
met5,-,0
[through the flow]
stage          worst slack, ns  hold WS (ns)
4_1_cts                 -0.122          4.85
5_1_grt                 -0.285          4.95
3_3_place_gp             -1.05          5.15
2_1_floorplan           0.0567          3.88
3_5_place_dp             -1.11          5.15
6_report               -0.0652          4.87
[timing repair]
item	CTS	global route
endpoints found under the setup margin	16	16
hold endpoints to repair	0	0
gates cloned	0	0
pin swaps	46	20
resized	117	26
buffers inserted	10	3
[logic make-up after synthesis]
logic type,count (synthesis)
buffers and inverters,234
XOR/XNOR,9
AND/OR/NAND/NOR,59
multiplexers,1
adder cells (fa/ha/maj),275
AND-OR/OR-AND,86
[path summary, 6_finish.rpt]
kind	start	end	slack, ns	cells past startpoint
setup / recovery	rad_q14[4]	deg_int[14]	-0.07	24
hold / removal	rad_q14[15]	deg_int[12]	4.87	7
