==> ./design.v <==
module displayOneDigNum(
	input [3:0] numIn,
	input clk,
	output reg [7:0] sevenSeg
);
	always@(posedge clk) begin
		case(numIn)
			0: begin
				sevenSeg[0] <= 1;
				sevenSeg[1] <= 1;
				sevenSeg[2] <= 1;
				sevenSeg[3] <= 1;
				sevenSeg[4] <= 1;
				sevenSeg[5] <= 1;
				sevenSeg[6] <= 0;
				sevenSeg[7] <= 0;
			end
			1: begin
				sevenSeg[1] <= 1;
				sevenSeg[2] <= 1;
				sevenSeg[3] <= 0;
				sevenSeg[4] <= 0;
				sevenSeg[5] <= 0;
				sevenSeg[6] <= 0;
				sevenSeg[7] <= 0;
				sevenSeg[0] <= 0;
			end
			2: begin
				sevenSeg[0] <= 1;
				sevenSeg[1] <= 1;
				sevenSeg[6] <= 1;
				sevenSeg[4] <= 1;
				sevenSeg[3] <= 1;
				sevenSeg[2] <= 0;
				sevenSeg[5] <= 0;
				sevenSeg[7] <= 0;
			end
			3: begin
				sevenSeg[0] <= 1;
				sevenSeg[1] <= 1;
				sevenSeg[6] <= 1;
				sevenSeg[2] <= 1;
				sevenSeg[3] <= 1;
				sevenSeg[4] <= 0;
				sevenSeg[5] <= 0;
				sevenSeg[7] <= 0;
			end
			4: begin
				sevenSeg[5] <= 1;
				sevenSeg[6] <= 1;
				sevenSeg[1] <= 1;
				sevenSeg[2] <= 1;
				sevenSeg[0] <= 0;
				sevenSeg[3] <= 0;
				sevenSeg[4] <= 0;
				sevenSeg[7] <= 0;
			end
			5: begin
				sevenSeg[0] <= 1;
				sevenSeg[5] <= 1;
				sevenSeg[6] <= 1;
				sevenSeg[2] <= 1;
				sevenSeg[3] <= 1;
				sevenSeg[1] <= 0;
				sevenSeg[4] <= 0;
				sevenSeg[7] <= 0;
			end
			6: begin
				sevenSeg[5] <= 1;
				sevenSeg[4] <= 1;
				sevenSeg[3] <= 1;
				sevenSeg[2] <= 1;
				sevenSeg[6] <= 1;
				sevenSeg[0] <= 0;
				sevenSeg[1] <= 0;
				sevenSeg[7] <= 0;
			end
			7: begin
				sevenSeg[0] <= 1;
				sevenSeg[1] <= 1;
				sevenSeg[2] <= 1;
				sevenSeg[3] <= 0;
				sevenSeg[4] <= 0;
				sevenSeg[5] <= 0;
				sevenSeg[6] <= 0;
				sevenSeg[7] <= 0;
			end
			8: begin
				sevenSeg[0] <= 1;
				sevenSeg[1] <= 1;
				sevenSeg[2] <= 1;
				sevenSeg[3] <= 1;
				sevenSeg[4] <= 1;
				sevenSeg[5] <= 1;
				sevenSeg[6] <= 1;
				sevenSeg[7] <= 0;
			end
			9: begin
				sevenSeg[0] <= 1;
				sevenSeg[5] <= 1;
				sevenSeg[6] <= 1;
				sevenSeg[1] <= 1;
				sevenSeg[2] <= 1;
				sevenSeg[3] <= 0;
				sevenSeg[4] <= 0;
				sevenSeg[7] <= 0;
			end
		endcase
	end
endmodule
module displayThreeDigNum(
	input [7:0] num,
	input clk,
	output [7:0] dig1,
	output [7:0] dig2,
	output [7:0] dig3
);
	reg [3:0] num1 = 0;
	reg [3:0] num2 = 0;
	reg [3:0] num3 = 0;
	reg [7:0] totalNum = 0;
	displayOneDigNum one(
		.numIn(num1),
		.clk(clk),
		.sevenSeg(dig1)
	);
	displayOneDigNum two(
		.numIn(num2),
		.clk(clk),
		.sevenSeg(dig2)
	);
	displayOneDigNum three(
		.numIn(num3),
		.clk(clk),
		.sevenSeg(dig3)
	);
	always@(posedge clk) begin
		if(totalNum > num) begin
			totalNum <= 0;
		end else if(totalNum != num) begin
		totalNum <= totalNum + 1;
			if(num1 != 9) begin
				num1 <= num1 + 1;
			end else begin
				num1 <= 0;
				if(num2 != 9) begin
					num2 <= num2 + 1;
				end else begin
					num2 <= 0;
					num3 <= num3 + 1;
				end
			end
		end
	end
endmodule
==> ./run.sh <==
#!/bin/bash
# OpenROAD 26Q1-2900-gdf79404cd8, Yosys 0.63+post, stock flow scripts
make -C /OpenROAD-flow-scripts/flow DESIGN_CONFIG=/design/flow/config.mk WORK_HOME=/design/flow/orfs finish
==> ./config.mk <==
export PLATFORM = sky130hd
export DESIGN_NAME = displayThreeDigNum
export DESIGN_NICKNAME = displayThreeDigNum
export VERILOG_FILES = /design/flow/design.v
export SDC_FILE = /design/flow/constraint.sdc
export NUM_CORES = 4
export LEC_CHECK = 1
export CORE_UTILIZATION = 40
==> ./constraint.sdc <==
current_design displayThreeDigNum

set clk_period 2.7
set clk_io_pct 0.2

create_clock -name clk0 -period $clk_period [get_ports {clk}]

set non_clock_inputs [all_inputs -no_clocks]
set_input_delay [expr $clk_period * $clk_io_pct] -clock clk0 $non_clock_inputs
set_output_delay [expr $clk_period * $clk_io_pct] -clock clk0 [all_outputs]
==> out/summary.rpt <==
YOSYS
---------------------------------------------------------------------------
Sequential fraction of the synthesis area ....................        0.436
Cells after Synth ............................................          253
Number of enable flip-flop cells .............................           33
Yosys warning tally ..........................................            2
Number of library cell types mapped by synthesis .............           51
Share of the synthesized area in the top cell type ...........        0.376
Cell count in the Yosys report ...............................          253
Ys async rst share ...........................................            0
Flip-flop and latch count after synthesis ....................           41
Average instance area after synthesis ........................     10.4 um2
Primary flip-flop cell chosen by synthesis mapping ...........     edfxtp_1
Post-synth top area cell .....................................     edfxtp_1
Synth area leaders ........................................... edfxtp_1 38%, ha_1 10%, dfxtp_1 6.1%
Summed standard-cell area reported by yosys ..................  0.00264 mm2
Syn Std Cell Area ............................................  0.00264 mm2

CTS
---------------------------------------------------------------------------
Post_cts resized .............................................            0
Number of buffers on the longest clock path ..................            2
Setup fix buffers added after clock tree synthesis ...........            0
Total CTS buffers ............................................            5
Hold buffers post-CTS ........................................            0
Clock root buffer ............................................     clkbuf_8
TritonCTS clock tree .........................................          yes
Clk latency late pin .........................................      0.29 ns
Total clock sinks ............................................           41
Clk slew on worst S/H paths ..................................      0.07 ns
Max H-tree Level .............................................            2

SETUP PATH
---------------------------------------------------------------------------
Worst Reg-to-Reg Cells .......................................            6
Worst reg-to-reg setup slack .................................      0.77 ns
Critical Path Slowest Stage Cell ............................. clkdlybuf4s50_1
Critical path class .......................................... primary input to register
Required time at the endpoint of the critical path ...........      2.71 ns
Buffers plus inverters on the worst setup path ...............            3
Largest delay share family, worst path ....................... buffers and inverters
R2r endpoint ................................................. three.sevenSeg[4]$_DFFE_PP_
Critical path launch point ...................................       num[1]
Largest stage delay, worst path ..............................      0.45 ns
Cell count along the critical path ...........................            8
Type of origin of the critical path .......................... primary input
Signal arrival time at the worst endpoint ....................      2.30 ns
Endpoint kind of the worst setup timing path .................     register
Ordered cell list for the critical path ...................... clkdlybuf4s50_1 -> inv_1 -> ha_1 -> nor2b_4 -> o211ai_2 -> a31oi_2 -> nor4_2 -> buf_4
Max Fanout on Critical Path ..................................            5
Capturing element of the worst setup path .................... num3[3]$_DFFE_PP_
FF-to-FF Start ............................................... num3[0]$_DFFE_PP_

DIE
---------------------------------------------------------------------------
Die boundary width ...........................................      83.2 um
Placement row count ..........................................           29
Die Y-Extent .................................................      83.2 um
Floorplan core density .......................................        0.416
Num ports ....................................................           33
Overall chip area ............................................  0.00693 mm2
Area inside the core boundary ................................  0.00635 mm2

DRT
---------------------------------------------------------------------------
Router iterations before antenna repair ......................            4
Routed WL ....................................................      4060 um
Total vias in the final route ................................         1840
Via-to-Cell Ratio ............................................         5.14
Number of design rule violations left after detail routing ...            0
Routed wire per std cell .....................................      11.3 um
Inserted Diodes ..............................................            0
Violation tally from detailed-route iteration zero ...........           32
Antenna-violating nets left ..................................            0

PLACE
---------------------------------------------------------------------------
Cell Count Post-Placement ....................................          350
IO Port Bufs .................................................           29
Routability Congestion .......................................        0.829
Estimated wirelength of the detail-placed design .............      2990 um
Post-DP Area .................................................  0.00297 mm2

STA
---------------------------------------------------------------------------
Fin crit share ...............................................        0.850
Final setup TNS ..............................................         0 ns
Count of endpoints failing setup in the final report .........            0
Final worst clock skew .......................................   0.00268 ns
Pins over their slew limit ...................................            0
Maximum operating frequency ..................................      436 MHz
Post-route minimum period ....................................      2.29 ns
RSZ-0062 raised after global routing .........................           no
Final Hold Violation Tally ...................................            0
Actual transition at the worst max-transition pin ............     0.509 ns
Worst slew margin relative to its limit ......................        0.660
Hold WS ......................................................     0.508 ns

POWER
---------------------------------------------------------------------------
Design Power .................................................      2.64 mW
Worst vdd ir .................................................   0.000493 V
Pwr/cell area ................................................   862 mW/mm2
Cell leakage power ...........................................      1.24 nW

JOB
---------------------------------------------------------------------------
Number of OpenROAD warnings ..................................           34
Total of max-cap violations ..................................            0

FINISH
---------------------------------------------------------------------------
Final std cells w/o fill .....................................          358
Fraction of layout instances using a drive strength above 1 ..       0.0996
Final Cell Area ..............................................  0.00306 mm2
Area added between synthesis and finish ......................        16.0%

WORST HOLD PATH
---------------------------------------------------------------------------
Worst min-delay path class ................................... register to register

GLOBAL ROUTING
---------------------------------------------------------------------------
Wire length of the first global-routing pass .................      7180 um
Maximum number of pins on one net before global-route repair .           17
GRT Resource Usage Total .....................................        0.127
Global-route congestion overflow total .......................            0
Antenna violations before repair .............................            0
Vias in the first global route ...............................         1671

STATUS
---------------------------------------------------------------------------
Status ....................................................... complete, no violations

[kinds of logic after synthesis]
group / Yosys count / share of synthesized area
fa+ha+maj: 21 / 0.0996
buf+inv: 36 / 0.0645
compound gates: 78 / 0.215
mux: 1 / 0.00379
simple gates: 65 / 0.147
flops: 41 / 0.436
xor+xnor: 10 / 0.0332
other cells: 1 / 0.00142
[synthesized netlist by cell type (all sizes together) (9+ instances only)]
| master | number |
|---|---|
| a21o | 16 |
| a21oi | 20 |
| buf | 12 |
| edfxtp | 33 |
| ha | 21 |
| inv | 21 |
| nand2 | 9 |
| nor2 | 21 |
| nor3 | 10 |
| o21ai | 10 |
[where the power goes]
| group | total, mW | internal (mW) | switching (mW) |
|---|---|---|---|
| sequential | 1.11 | 0.948 | 0.162 |
| combinational | 1.13 | 0.582 | 0.543 |
| clock | 0.405 | 0.208 | 0.197 |
[cells in the final DEF, fill, tap and decap left out, types with 3 or more instances in the layout]
cell type,n
xor2_1,8
o22a_1,3
nor3_1,10
dfxtp_1,8
o21a_1,7
o21bai_1,7
buf_4,4
nand2_1,9
conb_1,3
a21oi_1,19
nor2_1,17
inv_1,21
nor4_1,3
clkbuf_8,6
o21ai_0,3
edfxtp_1,33
and2_1,7
ha_1,21
clkdlybuf4s50_1,29
o21ai_1,5
a21o_1,16
o211ai_1,3
nor2_2,3
[per-layer routing]
metal | vias up | share of wire | global-route usage | wire length [um]
met1 | 843 | 0.49 | 0.196 | 1990
met3 | 4 | 0.040 | 0.0283 | 161
met5 | - | 0 | 0 | 0
met4 | 0 | 0.011 | 0.0157 | 44
met2 | 30 | 0.46 | 0.200 | 1860
li1 | 963 | - | - | -
[worst register-to-register path, cell delays in order (launching register included)]
cell and delay, ns:
edfxtp_1 0.44, inv_1 0.13, ha_1 0.28, nor2_1 0.12
o21ai_2 0.21, and2_1 0.30, o21bai_1 0.17
[sequential cells by signal, indices dropped and copies added (netlist names)]
register / flops
one.sevenSeg: 7
num1: 4
two.sevenSeg: 7
num2: 4
totalNum: 8
three.sevenSeg: 7
num3: 4
[worst min-delay path by stage]
stage / from / end / slack, ns / cells after the start
4_1_cts: totalNum[1]$_SDFFE_PN0N_ / totalNum[1]$_SDFFE_PN0N_ / 0.51 / 2
5_1_grt: totalNum[1]$_SDFFE_PN0N_ / totalNum[1]$_SDFFE_PN0N_ / 0.55 / 2
6_report: totalNum[1]$_SDFFE_PN0N_ / totalNum[1]$_SDFFE_PN0N_ / 0.51 / 2
[area by class of cell]
class | instances | area, um2
clock buffer | 8 | 90.1
timing repair buffer | 33 | 320
multi-input combinational | 178 | 1330
sequential | 41 | 1150
tap | 77 | 96.3
inverter | 21 | 78.8
fill | 553 | 3290
[through the flow]
| step | setup slack (ns) | util |
|---|---|---|
| after CTS | 0.400 | 0.482 |
| final | 0.406 | 0.482 |
| after global routing | 0.276 | 0.482 |
| after global placement | 0.0944 | 0.468 |
| after detailed placement | 0.0831 | 0.468 |
| after floorplan | 0.552 | - |
No activity file was given, so power comes from the tool's default toggle rates.
