## design/flow/config.mk

```make
export PLATFORM = sky130hd
export DESIGN_NAME = spiAccelerometerMaster
export DESIGN_NICKNAME = spiAccelerometerMaster
export VERILOG_FILES = /design/flow/design.v
export SDC_FILE = /design/flow/constraint.sdc
export NUM_CORES = 4
export LEC_CHECK = 1
export CORE_UTILIZATION = 40
```

## design/flow/design.v

```verilog
module spiAccelerometerMaster(
	input wire clk,		 
	input wire sdo,
	input wire start,
	input wire [5:0] address,			 
	input wire read_write,				 
	input wire multi_byte,				 
	input wire [7:0] data,
	output wire sdi,
	output wire CS,
	output wire sclk,
	output reg[7:0] data_out,
	output wire done,
  	output wire [2:0] byte_cnt_out
);
	parameter clk_cycles = 50; 			 
  	localparam IDLE = 0, START = 1, WRITE_ADDR = 2, READ = 3, DONE = 4, WAIT = 5, WRITE_DATA = 6;
	reg r_sdi, r_done, r_start_prev;		 
  	reg r_sclk = 1;
	reg r_CS = 1;
	reg [15:0] clk_cnt = 0;
  	reg [2:0] bit_cnt = 7;
	reg [2:0] state = IDLE;
	reg [2:0] next_state = IDLE;
	reg [2:0] byte_cnt = 0;
  	wire start_rising;
  	assign start_rising = start & ~r_start_prev;
	assign sclk = r_sclk;
	assign sdi = r_sdi;
	assign done = r_done;
	assign CS = r_CS;
	assign byte_cnt_out = byte_cnt;
	always@(posedge clk) begin
      if(start_rising)
			state <= START;
		if(clk_cnt == clk_cycles) begin
          if(~sclk) begin					 
				clk_cnt <= 0;
				case(state)
					IDLE: begin
						r_CS <= 1;
						r_done <= 0;
					end
					WAIT: begin
						state <= next_state;
					end
					START: begin
						r_CS <= 0;
						bit_cnt <= 7;
						state <= WRITE_ADDR;
					end
					READ: begin
						data_out[bit_cnt] <= sdo;
						if(bit_cnt == 0) begin
							r_done <= 1;
							if(multi_byte == 0) begin		 
								state <= WAIT;
								next_state <= DONE;
							end else begin						 
								byte_cnt <= byte_cnt + 1;
								if(byte_cnt == 6) begin		 
									byte_cnt <= 0;
									state <= WAIT;
									next_state <= DONE;
								end
							end
						end else begin
							r_done <= 0;
						end
						bit_cnt <= bit_cnt - 1;
					end
					DONE: begin
						r_CS <= 1;
						r_done <= 1;
						state <= IDLE;
					end
				endcase
				r_sclk <= ~r_sclk;
			end else begin 					 
				clk_cnt <= 0;
				case(state)
					WRITE_ADDR: begin
						if (bit_cnt == 0) begin
							 r_sdi <= address[0];
							 if(read_write)
								next_state <= READ;
							 else
								next_state <= WRITE_DATA;
							 state <= WAIT;       
							 bit_cnt <= bit_cnt - 1;
						end else begin
							 if (bit_cnt <= 5)
								  r_sdi <= address[bit_cnt];
							 else if (bit_cnt == 6)
								  r_sdi <= multi_byte;
							 else if (bit_cnt == 7)
								  r_sdi <= read_write;
							 bit_cnt <= bit_cnt - 1;
						end
					end
					WRITE_DATA: begin
						if (bit_cnt == 0) begin
							 r_sdi <= data[0];
							 next_state <= DONE;
							 state <= WAIT;       
							 bit_cnt <= bit_cnt - 1;
						end else begin
							 r_sdi <= data[bit_cnt];
							 bit_cnt <= bit_cnt - 1;
						end
					end
					WAIT: begin
						state <= next_state;
					end
				endcase
				r_sclk <= ~r_sclk;
			end
		end else begin
			clk_cnt <= clk_cnt + 1;
		end
	end
  always@(posedge clk) begin
    r_start_prev = start;
  end
endmodule
```

## design/flow/run.sh

```bash
#!/bin/bash
# OpenROAD 26Q1-2900-gdf79404cd8, Yosys 0.63+post, stock flow scripts
make -C /OpenROAD-flow-scripts/flow DESIGN_CONFIG=/design/flow/config.mk WORK_HOME=/design/flow/orfs finish
```

## design/flow/constraint.sdc

```tcl
current_design spiAccelerometerMaster

set clk_period 4.3
set clk_io_pct 0.2

create_clock -name clk0 -period $clk_period [get_ports {clk}]

set non_clock_inputs [all_inputs -no_clocks]
set_input_delay [expr $clk_period * $clk_io_pct] -clock clk0 $non_clock_inputs
set_output_delay [expr $clk_period * $clk_io_pct] -clock clk0 [all_outputs]
```

==> ci_impl_report.md <==
### Flow metrics

| Metric | Value |
|---|---|
| Yosys reg bits | `41` |
| Setup WS pre-CTS | `1.71 ns` |
| Maxcap violations | `0` |
| Sequential cell area | `1030 sq um` |
| Final Hold Violation Tally | `0` |
| FILL cells | `522` |
| Worst R2R Path Depth | `6` |
| Worst r2r src | `bit_cnt[0]` |
| Final period utilization | `0.602` |
| Largest area contributor in the netlist | `edfxtp_1` |
| Clk ins delay skew pair | `0.29 ns` |
| Routability congestion estimate | `0.830` |
| Setup bufs post-CTS | `0` |
| Critical Path Fanout Max | `14` |
| Clock Skew | `0.0102 ns` |
| # hold bufs at CTS | `0` |
| Peak VDD IR | `0.188 mV` |
| Die X | `77.5 um` |
| Die ar. | `6010 sq um` |
| Outcome | `complete, no violations` |
| Top cells by area | `edfxtp_1 28%, dfxtp_1 18%, ha_1 5.5%` |
| Largest net degree at the start of global routing | `15` |
| HP Start | `clk_cnt[15]` |
| Final Critical Period | `2.59 ns` |
| H-tree depth | `2` |
| PortBufs | `33` |
| Crit-path cells | `inv_1 -> ha_1 -> ha_1 -> inv_2 -> or4_1 -> mux2_1` |
| Worst hold path type | `flip-flop to flip-flop` |
| Cell Rows | `27` |
| Main flop type | `edfxtp_1` |
| Inserted Diodes | `0` |
| Num CTS Buffers | `5` |
| Synth unique cells | `54` |
| Tool warnings | `31` |
| Final setup fails | `0` |
| Crit path to | `data_out[4]` |
| Drt pass-1 iters | `4` |
| Via/cell ratio | `5.16` |
| Die Ht | `77.5 um` |
| Most common cell in the netlist | `nand2_1` |
| Core area | `5510 sq um` |
| Crit start category | `flip-flop` |
| Synth-to-Final Area Change | `21.3%` |
| Pins Over Slew Limit | `0` |
| DP HPWL | `3100 um` |
| Share of cells above drive strength 1 | `0.0920` |
| FF-to-FF setup slack | `1.71 ns` |
| Clock Path Buffers | `2` |
| Number of global-route vias before repair | `1,564` |
| Setup ws final | `1.71 ns` |
| Crit-path max cell delay | `0.61 ns` |
| Synth async-reset ratio | `0` |
| Initial antenna violation count | `0` |
| Synth top area share | `0.277` |
| DRC viols | `0` |
| Critical path type | `flip-flop to flip-flop` |
| Post-synthesis instance area | `2280 sq um` |
| Via Count | `1,719` |
| CTS tree | `done` |
| Number of gates resized after CTS | `0` |
| Post-synth seq share | `0.452` |
| Crit path DAT | `2.63 ns` |
| Global route overflow | `0` |
| DR iter-0 viols | `80` |
| Worst path top cell family by delay | `adder cells` |
| IO Pins | `34` |
| Post-DR wirelength/cell | `12.6 um` |
| Ys cells | `226` |
| Root Buffer | `clkbuf_8` |
| Unrepaired setup endpoints after global routing | `no` |
| CP required | `4.34 ns` |
| Top cells by count, synth | `25 x nand2_1, 22 x nor2_1, 21 x edfxtp_1` |
| Fmax | `0.387 GHz` |
| Slew HR | `0.495` |
| Pwr Density | `271 nW/um^2` |
| Number of cells on the critical path | `6` |
| Drt total wl | `4210 um` |
| Crit path buf inv count | `2` |
| CP Capture Type | `flip-flop` |
| Yosys stat area | `2280 sq um` |
| Syn Area/Cell | `10.1 sq um` |
| Final ANT Viol Nets | `0` |
| TNS Setup | `0 ns` |
| EDFF count, synth | `21` |
| Worst Setup SP | `bit_cnt[0]` |
| MI comb area | `1160 sq um` |
| Clock sinks | `41` |
| Gr usage total | `0.153` |
| Cells after synthesis | `226` |
| Init Core Util | `0.414` |
| Most used cell, CP | `ha_1` |
| Critical-path top delay cell | `edfxtp_1` |
| Lkg Pwr | `1.03 nW` |
| Reg2reg end | `data_out[4]` |
| Worst-path clk slew | `0.07 ns` |
| First-pass GRT wire length | `7180 um` |
| Synth warn | `1` |
| Actual slew at the worst max-slew pin | `0.755 ns` |
stage by stage:
step / total power, mW / utilization / instances / hold slack [ns] / cell area [sq um]
after detailed placement: 0.485 / 0.484 / 325 / 0.457 / 2660
after floorplan: 0.461 / - / 226 / 0.435 / 2280
after global placement: 0.486 / 0.484 / 325 / 0.456 / 2660
after global routing: 0.785 / 0.502 / 333 / 0.507 / 2770
final: 0.750 / 0.502 / 333 / 0.471 / 2770
after CTS: 0.759 / 0.502 / 333 / 0.472 / 2770
flip-flops by register name, indices dropped and copies added (netlist names):
signal	flops
state	3
r_CS	1
data_out	8
bit_cnt	3
r_start_prev	1
byte_cnt	3
r_sclk	1
clk_cnt	16
r_sdi	1
r_done	1
next_state	3
cells by family after synthesis:
kind of cell | count (synthesis) | share of synthesized area
buffers and inverters | 19 | 0.0395
AOI/OAI and AO/OA | 37 | 0.113
adders and majority gates | 10 | 0.0549
DFF | 41 | 0.452
muxes | 13 | 0.0659
xor gates and xnor gates | 15 | 0.0576
and+or+nand+nor | 91 | 0.217
final cells by class:
cell class              instances  area share
clock inverters                 1     0.00181
multi-input cells             166       0.419
repair buffers                 33       0.119
flip-flops and latches         41       0.373
inverters                      13      0.0195
well taps                      72      0.0326
clock buffers                   7      0.0348
report_power, final:
| group | internal, mW | switching [mW] | total, mW | leakage [nW] |
|---|---|---|---|---|
| clock network | 0.145 | 0.128 | 0.273 | 0.0542 |
| logic | 0.0336 | 0.0233 | 0.0570 | 0.612 |
| registers | 0.412 | 0.00810 | 0.420 | 0.361 |
per-layer routing:
metal | wire (um) | vias to the layer above | track usage
met1 | 2050 | 779 | 0.234
met2 | 1860 | 51 | 0.234
met5 | 0 | - | 0
met3 | 257 | 4 | 0.0430
met4 | 42 | 0 | 0.0170
li1 | - | 885 | -
how the worst min path moves through the flow:
stage,end,cells past startpoint
CTS,clk_cnt[15],1
global route,clk_cnt[9],1
finish,clk_cnt[15],1
cells in the final DEF, fill, tap and decap left out, types with 3 or more instances in the layout:
cell and count:
o22ai_1 3, nand2_1 25, clkdlybuf4s50_1 33, xnor2_1 10
mux2_2 5, inv_1 10, nor2_1 22, a21oi_1 8
nor3b_1 3, nor3_1 7, dfxtp_1 20, mux2i_1 6
xor2_1 5, edfxtp_1 21, nand4_1 3, ha_1 10
o21ai_0 6, nand3_1 14, clkbuf_8 7
Power is estimated from default activity; no workload was simulated.
